**design/flow/design.v**
```verilog
module array_ext(
  input RW0_clk,
  input [8:0] RW0_addr,
  input RW0_en,
  input RW0_wmode,
  input [72:0] RW0_wdata,
  output [72:0] RW0_rdata
);
  reg reg_RW0_ren;
  reg [8:0] reg_RW0_addr;
  reg [72:0] ram [511:0];
  integer i;
  always @(posedge RW0_clk)
    reg_RW0_ren <= RW0_en && !RW0_wmode;
  always @(posedge RW0_clk)
    if (RW0_en && !RW0_wmode) reg_RW0_addr <= RW0_addr;
  always @(posedge RW0_clk)
    if (RW0_en && RW0_wmode) begin
      for(i=0;i<1;i=i+1) begin
        ram[RW0_addr][i*73 +: 73] <= RW0_wdata[i*73 +: 73];
      end
    end
  assign RW0_rdata = ram[reg_RW0_addr];
endmodule
module array_0_ext(
  input RW0_clk,
  input [6:0] RW0_addr,
  input RW0_en,
  input RW0_wmode,
  input [3:0] RW0_wmask,
  input [83:0] RW0_wdata,
  output [83:0] RW0_rdata
);
  reg reg_RW0_ren;
  reg [6:0] reg_RW0_addr;
  reg [83:0] ram [127:0];
  integer i;
  always @(posedge RW0_clk)
    reg_RW0_ren <= RW0_en && !RW0_wmode;
  always @(posedge RW0_clk)
    if (RW0_en && !RW0_wmode) reg_RW0_addr <= RW0_addr;
  always @(posedge RW0_clk)
    if (RW0_en && RW0_wmode) begin
      for(i=0;i<4;i=i+1) begin
        if(RW0_wmask[i]) begin
          ram[RW0_addr][i*21 +: 21] <= RW0_wdata[i*21 +: 21];
        end
      end
    end
  assign RW0_rdata = ram[reg_RW0_addr];
endmodule
module array_1_ext(
  input RW0_clk,
  input [9:0] RW0_addr,
  input RW0_en,
  input RW0_wmode,
  input [3:0] RW0_wmask,
  input [255:0] RW0_wdata,
  output [255:0] RW0_rdata
);
  reg reg_RW0_ren;
  reg [9:0] reg_RW0_addr;
  reg [255:0] ram [1023:0];
  integer i;
  always @(posedge RW0_clk)
    reg_RW0_ren <= RW0_en && !RW0_wmode;
  always @(posedge RW0_clk)
    if (RW0_en && !RW0_wmode) reg_RW0_addr <= RW0_addr;
  always @(posedge RW0_clk)
    if (RW0_en && RW0_wmode) begin
      for(i=0;i<4;i=i+1) begin
        if(RW0_wmask[i]) begin
          ram[RW0_addr][i*64 +: 64] <= RW0_wdata[i*64 +: 64];
        end
      end
    end
  assign RW0_rdata = ram[reg_RW0_addr];
endmodule
module array_2_ext(
  input RW0_clk,
  input [8:0] RW0_addr,
  input RW0_en,
  input RW0_wmode,
  input [3:0] RW0_wmask,
  input [75:0] RW0_wdata,
  output [75:0] RW0_rdata
);
  reg reg_RW0_ren;
  reg [8:0] reg_RW0_addr;
  reg [75:0] ram [511:0];
  integer i;
  always @(posedge RW0_clk)
    reg_RW0_ren <= RW0_en && !RW0_wmode;
  always @(posedge RW0_clk)
    if (RW0_en && !RW0_wmode) reg_RW0_addr <= RW0_addr;
  always @(posedge RW0_clk)
    if (RW0_en && RW0_wmode) begin
      for(i=0;i<4;i=i+1) begin
        if(RW0_wmask[i]) begin
          ram[RW0_addr][i*19 +: 19] <= RW0_wdata[i*19 +: 19];
        end
      end
    end
  assign RW0_rdata = ram[reg_RW0_addr];
endmodule
module array_3_ext(
  input RW0_clk,
  input [11:0] RW0_addr,
  input RW0_en,
  input RW0_wmode,
  input [3:0] RW0_wmask,
  input [255:0] RW0_wdata,
  output [255:0] RW0_rdata
);
  reg reg_RW0_ren;
  reg [11:0] reg_RW0_addr;
  reg [255:0] ram [4095:0];
  integer i;
  always @(posedge RW0_clk)
    reg_RW0_ren <= RW0_en && !RW0_wmode;
  always @(posedge RW0_clk)
    if (RW0_en && !RW0_wmode) reg_RW0_addr <= RW0_addr;
  always @(posedge RW0_clk)
    if (RW0_en && RW0_wmode) begin
      for(i=0;i<4;i=i+1) begin
        if(RW0_wmask[i]) begin
          ram[RW0_addr][i*64 +: 64] <= RW0_wdata[i*64 +: 64];
        end
      end
    end
  assign RW0_rdata = ram[reg_RW0_addr];
endmodule
```
**design/flow/run.sh**
```bash
#!/bin/bash
# OpenROAD 26Q1-2900-gdf79404cd8, Yosys 0.63+post, stock flow scripts
make -C /OpenROAD-flow-scripts/flow DESIGN_CONFIG=/design/flow/config.mk WORK_HOME=/design/flow/orfs finish
```
**design/flow/config.mk**
```make
export PLATFORM = sky130hd
export DESIGN_NAME = array_0_ext
export DESIGN_NICKNAME = array_0_ext
export VERILOG_FILES = /design/flow/design.v
export SDC_FILE = /design/flow/constraint.sdc
export NUM_CORES = 4
export LEC_CHECK = 1
export CORE_UTILIZATION = 30
export SYNTH_MEMORY_MAX_BITS = 65536
```
**design/flow/constraint.sdc**
```tcl
current_design array_0_ext

set clk_period 388.5
set clk_io_pct 0.2

create_clock -name clk0 -period $clk_period [get_ports {RW0_clk}]

set non_clock_inputs [all_inputs -no_clocks]
set_input_delay [expr $clk_period * $clk_io_pct] -clock clk0 $non_clock_inputs
set_output_delay [expr $clk_period * $clk_io_pct] -clock clk0 [all_outputs]
```
==> reports/metrics.sh <==
OUTCOME='finished with violations'
VIOLATED_CHECKS='antenna violations'
WORST_HOLD_PATH_TYPE='reg -> reg'
SYNTHCELLS=15900
MOST_COMMON_CELL_IN_THE_NETLIST='sky130_fd_sc_hd__edfxtp_1'
CTS_MAX_PATH_BUFFERS=5
SYNTH_LARGEST_TYPE_AREA_FRACTION_PCT=78.8
SETUP_FIX_BUFFERS_ADDED_AFTER_CLOCK_TREE_SYNTHESIS=0
YS_DOMINANT_REG_CELL='sky130_fd_sc_hd__edfxtp_1'
DIE_WIDTH_MM=1.17
NUMBER_OF_SYNTHESIZED_FLOPS_WITH_AN_ENABLE_PIN=10800
CTS_SINKS=10800
INITIALDRTVIOLATIONCOUNT=12100
CLOCK-ROOT-BUFFER='sky130_fd_sc_hd__clkbuf_16'
DRTPASS1ITERATIONS=9
NUMBER_OF_NETS_STILL_FAILING_ANTENNA_CHECKS_AFTER_ROUTING=1
FIN_WORST_SKEW_NS=0.0130
GPL.FINAL_WEIGHTED_CONGESTION=0.867
IRDROPWORSTVDD_V=0.00000391
GRT.OVERFLOW.TOTAL=0
GLOBAL_ROUTE_WIRE_LENGTH_BEFORE_REPAIR_MM=1590
CELL_TYPE_WITH_THE_LARGEST_TOTAL_AREA='sky130_fd_sc_hd__edfxtp_1'
POST_DRT_WL_PER_CELL_UM=31.8
FMAXACHIEVABLE_GHz=0.0115
SYNTHDISTINCTLIBCELLS=18
CTS-BUFFERS-INSERTED=948
KIND_OF_START_POINT_OF_THE_CRITICAL_PATH='register'
UNREPAIRED_SETUP_ENDPOINTS_AFTER_GLOBAL_ROUTING='false'
POST_CTS_RESIZE_COUNT=0
GRT_START_MAX_NET_PINS=93
INTPOWER_mW=1.87
IO_BUF_COUNT=181
YOSYSCHIPAREA_SQ_UM=410000
YOSYSSEQAREASHARE_PCT=78.9
CTS_HTREE_LEVELS=6
DETAILED_PLACE_HPWL_MM=650
DETAIL_ROUTE.WIRELENGTH_MM=1150
FIN_SETUP_TNS_NS=0
VIAS_PER_CELL=5.02
DIE_H_MM=1.17
PATH_MAX_FANOUT=62
TRITONCTS='done'
ANTENNA_FOUND_INITIAL=96
TIMING_WORST_SLEW_PIN_VALUE_NS=0.885
SYN-MEAN-INSTANCE-AREA_SQ_UM=25.7
RR_WORST_DEPTH=1
POSTCTSHOLDBUFS=0
SETUP_VIOLATIONS=0
ROWS=429
TIMING.REG2REG.SETUP_SLACK_NS=387.74
NUMSYNTHFLOPS=10800
SHARE_COMB_OF_TOTAL_POWER_PCT=7.4
YOSYS-STAT-CELLS=15900
TOOL_WARNINGS=26
SWITCHING_SHARE_PCT=21.7
SYNTHTOLAYOUTAREAGROWTH_PCT=15.3
CTS.CLK_SLEW.WORST_PATHS_NS=0.07
DRIVE_GT1_SHARE_PCT=36.6
P_CLK_SHARE_PCT=39.1
YS_ASYNC_SR_FRACTION_PCT=0
CORE_REGION_AREA_SQ_UM=1360000
CLOCK_LATENCY_NS=1.15
SEQPWRFRAC_PCT=53.5
NUMBER_OF_MAX_CAPACITANCE_VIOLATIONS_REPORTED=0
REG2REG_FROM='reg_RW0_addr[1]'
ENDPOINT='RW0_rdata[7]'
BOUNDARYPINS=182
CRITICAL_PATH_CLASS='reg -> out'
REPORT.FINAL.HOLD_VIOL_COUNT=0
POST_SYNTH_INSTANCE_AREA_SQ_UM=410000
TIMING.CRITICAL_PATH.ARRIVAL_NS=9.43
CRIT_REQUIRED_NS=310.80
FP_UTIL_PCT=30.1
SYNTHESIS.YOSYS.WARNINGS=1
CHIP_AREA_SQ_UM=1370000
P_LEAK_nW=141
SYNTH.CELLS.MOST_FREQUENT='sky130_fd_sc_hd__edfxtp_1 (10,800), sky130_fd_sc_hd__mux4_2 (3,528), sky130_fd_sc_hd__nor2_1 (522)'
SLEW_HEADROOM_PCT=40.9
CRITICAL_PATH.ENDPOINT_TYPE='output port'
P_SWITCHING_uW=520
MAXSLEWVIOLCOUNT=0
FINAL_MIN_PERIOD_OVER_CLOCK_PERIOD_PCT=22.4
FINALHOLDWORSTSLACK_NS=0.474
DETAILROUTE.VIA_COUNT=182000
GRT_PASS1_VIAS=202000
POWER_DENSITY_nW_PER_UM2=5.06
GRTUSAGETOTAL_PCT=18.1
TOPCELLSBYAREA='sky130_fd_sc_hd__edfxtp_1 (79%), sky130_fd_sc_hd__mux4_2 (19%), sky130_fd_sc_hd__nor2_1 (0.48%)'
NUM-FILL-CELLS=122000
FINAL.MIN_CLOCK_PERIOD_NS=87.13
POST-ROUTE-DRC-COUNT=0
[layout make-up]
type,count,area [sq um],share of cell area [%]
clock inverters,599,5650,1.19
flip-flops and latches,10800,323000,68.4
well taps,18100,22600,4.79
clock buffers,1133,24800,5.24
repair buffers,1166,9180,1.94
diodes,106,265,0.0561
multi-input cells,4295,86900,18.4
[stage by stage]
stage | util, % | instance area, sq um | total power [mW] | instances | setup slack (ns)
floorplan | - | 410000 | 1.40 | 15900 | 307.93
global placement | 32.4 | 442000 | 1.49 | 34300 | 302.14
detailed placement | 32.4 | 442000 | 1.49 | 34300 | 302.14
CTS | 34.6 | 472000 | 2.41 | 36100 | 300.93
global route | 34.7 | 473000 | 2.46 | 36100 | 300.54
finish | 34.7 | 473000 | 2.39 | 36200 | 301.37
[sequential cells by signal (all words and copies together) (netlist names), named ones only]
name	count
ram	10752
reg_RW0_addr	7
[cells in the final DEF (no fill, tap or decap), types with 2 or more instances in the layout]
cell	Yosys	layout
sky130_fd_sc_hd__edfxtp_1	10800	10800
sky130_fd_sc_hd__mux4_2	3528	3528
sky130_fd_sc_hd__buf_4	4	1054
sky130_fd_sc_hd__clkbuf_16	0	964
sky130_fd_sc_hd__nor2_4	0	496
sky130_fd_sc_hd__clkinv_1	0	203
sky130_fd_sc_hd__clkinv_2	0	186
sky130_fd_sc_hd__clkbuf_1	485	169
sky130_fd_sc_hd__nand2_1	131	131
sky130_fd_sc_hd__diode_2	0	106
sky130_fd_sc_hd__bufinv_16	0	99
sky130_fd_sc_hd__clkdlybuf4s50_1	0	97
sky130_fd_sc_hd__mux2_2	91	91
sky130_fd_sc_hd__clkinvlp_4	0	57
sky130_fd_sc_hd__inv_6	0	25
sky130_fd_sc_hd__clkinv_4	0	18
sky130_fd_sc_hd__nor2_2	0	17
sky130_fd_sc_hd__buf_12	0	15
sky130_fd_sc_hd__nor2_1	522	9
sky130_fd_sc_hd__dfxtp_4	0	7
sky130_fd_sc_hd__clkinv_8	0	7
sky130_fd_sc_hd__nor3_1	7	6
sky130_fd_sc_hd__nand3_4	0	4
sky130_fd_sc_hd__nand2b_1	4	4
sky130_fd_sc_hd__nor3b_2	0	3
sky130_fd_sc_hd__and3b_1	2	2
sky130_fd_sc_hd__inv_8	0	2
sky130_fd_sc_hd__inv_16	0	2
[worst max-delay path, stage by stage, from the launching register on]
cell and delay (ns):
sky130_fd_sc_hd__dfxtp_4 0.67, sky130_fd_sc_hd__buf_4 0.57, sky130_fd_sc_hd__buf_4 0.67, sky130_fd_sc_hd__buf_12 0.45, sky130_fd_sc_hd__buf_4 0.63, sky130_fd_sc_hd__buf_4 0.66, sky130_fd_sc_hd__buf_4 0.62, sky130_fd_sc_hd__buf_4 0.67
sky130_fd_sc_hd__buf_4 0.68, sky130_fd_sc_hd__mux4_2 0.59, sky130_fd_sc_hd__mux4_2 0.51, sky130_fd_sc_hd__mux4_2 0.52, sky130_fd_sc_hd__mux2_2 0.34, sky130_fd_sc_hd__clkdlybuf4s50_1 0.44
[cell families after synthesis]
group                  synth area share [%]
muxes                                  19.6
buffers and inverters                 0.876
DFF                                    78.9
and+or+nand+nor                       0.632
[layer usage]
layer  up-vias  GRT usage, %  share of wire [%]
met5         -          2.06               0.36
met4       122          7.60                5.5
met3      2156          17.3                 21
met2     14600          26.4                 46
met1     92400          16.6                 27
li1      72400             -                  -
[power groups by stage]
stage                 Combinational (mW)  Clock, mW  Sequential, mW
after global routing               0.190      0.991            1.28
after CTS                          0.182      0.952            1.28
final                              0.178      0.936            1.28
[worst min path at each step]
stage,from,end,slack (ns),depth (start not counted)
global route,reg_RW0_addr[2],register,0.50,1
finish,reg_RW0_addr[3],register,0.47,1
CTS,reg_RW0_addr[6],register,0.48,1
Power and IR drop assume default switching activity.
